`./design.v`:
```
module Program_Counter (
    input  wire        clk,
    input  wire        reset,
    input  wire [5:0]  control_signal,
    input  wire [31:0] target_address,
    input  wire        fetch_complete,
    input  wire        is_function_return,
    input  wire        I0,   
    input  wire        I1,   
    input  wire        Timer_Interrupt,
    input  wire        start,
    output reg  [31:0] IM_ADDRESS_BUS
);
    reg [31:0] FUNC_Stack [0:7];
    reg [2:0]  FUNC_SP;
    reg [31:0] ISR_Stack  [0:7];
    reg [2:0]  ISR_SP;
    localparam [31:0] V0 = 32'h00000080;
    localparam [31:0] V1 = 32'h00000100;
    localparam [31:0] VT = 32'h00000180;
    always @(posedge clk or posedge reset) begin
        if (reset) begin
            IM_ADDRESS_BUS <= 32'd0;
            FUNC_SP <= 3'd0;
            ISR_SP <= 3'd0;
        end
        else if (start) begin
            IM_ADDRESS_BUS <= 32'd0;
        end
        else if (I0) begin
            if (ISR_SP <= 6) begin
                ISR_Stack[ISR_SP] <= IM_ADDRESS_BUS + 1;
                ISR_SP <= ISR_SP + 1;
            end
            IM_ADDRESS_BUS <= V0;
        end
        else if (I1) begin
            if (ISR_SP <= 6) begin
                ISR_Stack[ISR_SP] <= IM_ADDRESS_BUS + 1;
                ISR_SP <= ISR_SP + 1;
            end
            IM_ADDRESS_BUS <= V1;
        end
        else if (Timer_Interrupt) begin
            if (ISR_SP <= 6) begin
                ISR_Stack[ISR_SP] <= IM_ADDRESS_BUS + 1;
                ISR_SP <= ISR_SP + 1;
            end
            IM_ADDRESS_BUS <= VT;
        end
        else begin
            case (control_signal)
                6'b110011: IM_ADDRESS_BUS <= target_address;                         
                6'b001100: IM_ADDRESS_BUS <= IM_ADDRESS_BUS + target_address;       
                6'b000011: begin                                                    
                    if (FUNC_SP <= 6) begin
                        FUNC_Stack[FUNC_SP] <= IM_ADDRESS_BUS + 1;
                        FUNC_SP <= FUNC_SP + 1;
                    end
                    IM_ADDRESS_BUS <= target_address;
                end
                6'b110011: begin                                                    
                     if (!is_function_return && ISR_SP > 0) begin
                        ISR_SP <= ISR_SP - 1;
                        IM_ADDRESS_BUS <= ISR_Stack[ISR_SP - 1];
                    end
                end
                6'b001000: IM_ADDRESS_BUS <= 32'd0;                                 
                6'b111111: IM_ADDRESS_BUS <= IM_ADDRESS_BUS;                        
                6'b111110: IM_ADDRESS_BUS <= IM_ADDRESS_BUS;                        
                default: if (fetch_complete)
                             IM_ADDRESS_BUS <= IM_ADDRESS_BUS + 1;                  
            endcase
        end
    end
endmodule
```
`./run.sh`:
```
#!/bin/bash
# OpenROAD 26Q1-2900-gdf79404cd8, Yosys 0.63+post, stock flow scripts
make -C /OpenROAD-flow-scripts/flow DESIGN_CONFIG=/design/flow/config.mk WORK_HOME=/design/flow/orfs finish
```
`./config.mk`:
```
export PLATFORM = sky130hd
export DESIGN_NAME = Program_Counter
export DESIGN_NICKNAME = Program_Counter
export VERILOG_FILES = /design/flow/design.v
export SDC_FILE = /design/flow/constraint.sdc
export NUM_CORES = 4
export LEC_CHECK = 1
export CORE_UTILIZATION = 50
```
`./constraint.sdc`:
```
current_design Program_Counter

set clk_period 13.7
set clk_io_pct 0.2

create_clock -name clk0 -period $clk_period [get_ports {clk}]

set non_clock_inputs [all_inputs -no_clocks]
set_input_delay [expr $clk_period * $clk_io_pct] -clock clk0 $non_clock_inputs
set_output_delay [expr $clk_period * $clk_io_pct] -clock clk0 [all_outputs]
```
==> impl_metrics.ini <==
; generated from flow reports
[final_layout]
syn_to_final_growth_pct = 26.90
reg.largest.list = IM_ADDRESS_BUS x32
design_area_mm2 = 0.004309
fin_util_pct = 66.72
largest_reg_flops = 32
finalNonFillerCells = 569
drive_above_1_share_pct = 4.675
largest-register = IM_ADDRESS_BUS

[sta]
tns_ns = 0
finalClockSkew_ns = 0.008032
relSlewSlack_pct = 57.79
finalWorstSetupSlack_ns = 7.148
fin_crit_sh_pct = 47.83
rsz0062_at_grt = no
finalSetupViolations = 0
period_needed_ns = 6.552
fmax_mhz = 152.6
timing.hold.ws_ns = 0.5154
hold_viol = 0
tightest_slew_ns = 0.6314
drv_slew = 0

[yosys]
ys_types = 52
ys_seq_share_pct = 23.58
top_logic_kind = AND-OR/OR-AND gates
flop_cell = dfrtp_1
ys_sh_mux_pct = 0.5895
yosys-top-cells-count = o21ai_0 (34), nor2_1 (33), a21oi_1 (32), and3_1 (32), dfrtp_1 (32)
syn_area_per_cell_um2 = 7.990
simple_gate_area_share_pct = 20.19
fa_ha_area_share_pct = 12.01
ys_ff = 32
top_cells_by_area = dfrtp_1 (24%), ha_1 (11%), and3_1 (5.9%), o21ai_0 (5.0%), xnor2_1 (4.9%)
yosys.area_share.xor_xnor_pct = 7.480
synth.largest_area_cell = dfrtp_1
ys_cells = 425
aoi_share_pct = 32.35
synthCells = 425
synthArstFlopShare_pct = 100.0
yosysTopAreaCellShare_pct = 23.58
netlist_area_mm2 = 0.003396
most_common_cell = o21ai_0
yosys_area_mm2 = 0.003396
ys_warn_count = 3
enable_flop_cells = 0

[die]
rows = 29
core_area_mm2 = 0.006459
die_h_um = 84.41
fp_util_pct = 52.58
die_w_um = 84.41
dieArea_mm2 = 0.007125
boundaryPins = 78

[setup_path]
worst_setup_path_end_kind = register
critPathRequiredTime_ns = 13.86
startpoint_type = input pin
critPathMaxFanout = 31
path_class = input pin to register
worstPathArrival_ns = 6.72

[place]
gp_congestion = 1.014
dpl.cell_count = 561
pre_cts_ws_ns = 6.882
place.detailed.hpwl_um = 6776
place_area_mm2 = 0.004219
portBuffers = 76

[run]
warning_count = 28
cap_viol_max_count = 0

[drt]
drc = 0
vias_per_cell = 6.318
vias = 3595
ant_nets = 0
first_iter_violations = 241
n_antenna_cell = 0
finalWirelength_um = 9428
wl_per_cell_um = 16.57
firstDrtPassIters = 23

[clocking]
clock-sinks = 32
htreeDepth = 2
numCtsBuffers = 5
hold_buffers = 0
post_cts_buffers = 0
clk_latency_ns = 0.29
root_buffer = clkbuf_8
cts_resized = 0
cts_tree = built
clock_path_buffers = 2
clkTransAtPathRegs_ns = 0.07

[hold_path]
hp-class = register to register

[power_and_ir_drop]
ir_drop_v = 0.00003667
p_per_area_mw_per_mm2 = 48.16
power.total_mw = 0.2075
leakagePower_nw = 2.004

[grt]
grt_first_pass_wirelength_um = 15360
grt_pass1_vias = 3239
grt_max_degree = 37
antenna_found_initial = 0
track_usage_pct = 27.29
grt_overflow = 0

[run_status]
status = complete, no violations
==> routing by layer <==
layer	wire [um]	track usage, %	up-vias	part of all wire (%)
li1	-	-	1735	-
met1	4175	39.55	1679	44
met2	4374	45.45	157	46
met3	755	4.582	24	8.0
met4	123	3.852	0	1.3
met5	0	0	-	0
==> worst paths after layout <==
kind	from	end	slack (ns)	cells after the start
max	control_signal[5]	IM_ADDRESS_BUS[31]	7.15	17
min	IM_ADDRESS_BUS[3]	IM_ADDRESS_BUS[3]	0.52	2
max reg2reg	IM_ADDRESS_BUS[0]	IM_ADDRESS_BUS[28]	10.59	12
min reg2reg	IM_ADDRESS_BUS[3]	IM_ADDRESS_BUS[3]	0.52	2
max in group asynchronous	reset	IM_ADDRESS_BUS[19]	10.55	3
min in group asynchronous	reset	IM_ADDRESS_BUS[4]	2.84	3
==> critical path: stages <==
cell and delay (ns):
clkdlybuf4s50_1 0.46, nor2_1 0.15, and3_1 0.16, buf_4 0.30, and2_1 0.23, nand2_1 0.11
inv_1 0.06, ha_1 0.24, a211oi_2 0.31, o211ai_2 0.16, a2111oi_4 0.35, o31ai_2 0.17
a211o_1 0.33, or3b_1 0.38, a31oi_1 0.29, xnor2_1 0.17, o22ai_2 0.08
==> logic make-up after synthesis <==
| kind of cell | after synthesis |
|---|---|
| fa+ha+maj | 32 |
| mux | 2 |
| compound gates | 160 |
| buf+inv | 34 |
| xor+xnor | 29 |
| flops | 32 |
| simple gates | 136 |
==> area by class of cell <==
class	instances	area (um^2)
inverters	10	37.54
multi-input cells	359	2471
flip-flops and latches	32	800.8
repair buffers	83	813.3
well taps	77	96.34
fillers	549	2150
clock buffers	8	90.09
==> cells in the final DEF (no fill, tap or decap), types with 4 or more instances in the layout <==
| cell | n |
|---|---|
| ha_1 | 31 |
| xor2_1 | 10 |
| a211oi_1 | 4 |
| clkbuf_8 | 6 |
| clkdlybuf4s50_1 | 76 |
| a22oi_1 | 22 |
| nor3_1 | 5 |
| o21ai_1 | 4 |
| a221oi_1 | 7 |
| a21o_1 | 16 |
| inv_1 | 10 |
| nor2_1 | 33 |
| a31oi_1 | 6 |
| and3_1 | 32 |
| nand2b_1 | 8 |
| nand4_1 | 6 |
| o21ai_0 | 34 |
| dfrtp_1 | 32 |
| xnor2_1 | 19 |
| and2_1 | 5 |
| nand3_1 | 7 |
| a21oi_1 | 32 |
| buf_4 | 7 |
| o31ai_1 | 6 |
| nand2_1 | 29 |
==> power by group <==
| part | switching [mW] | internal, mW |
|---|---|---|
| Sequential | 0.000610 | 0.0951 |
| Combinational | 0.0154 | 0.0175 |
| Clock | 0.0379 | 0.0410 |
| Total | 0.0539 | 0.154 |
Power and IR drop assume default switching activity.
