### /design/flow/config.mk
export PLATFORM = sky130hd
export DESIGN_NAME = WB_Unit
export DESIGN_NICKNAME = WB_Unit
export VERILOG_FILES = /design/flow/design.v
export SDC_FILE = /design/flow/constraint.sdc
export NUM_CORES = 4
export LEC_CHECK = 1
export CORE_AREA = 10 10 70 70
export DIE_AREA = 0 0 80 80
### /design/flow/run.sh
#!/bin/bash
# OpenROAD 26Q1-2900-gdf79404cd8, Yosys 0.63+post, stock flow scripts
make -C /OpenROAD-flow-scripts/flow DESIGN_CONFIG=/design/flow/config.mk WORK_HOME=/design/flow/orfs finish
### /design/flow/design.v
module WB_Unit (
    input  wire        reg_write_en,    
    input  wire [31:0] exe_result,      
    input  wire [4:0]  rd_addr,         
    input  wire from_mem,                
    input wire [4:0] store_data_to,     
    input wire [31:0] read_data,        
    output reg         wb_done,         
    output reg         rf_we,           
    output reg [4:0]   rf_rd_addr,      
    output reg [31:0]  rf_rd_data       
);
always @(*) begin
    rf_we      = 1'b0;
    rf_rd_addr = 5'd0;
    rf_rd_data = 32'd0;
    wb_done    = 1'b0;
    if (reg_write_en) begin
        rf_we      = 1'b1;         
        rf_rd_addr = rd_addr;      
        rf_rd_data = exe_result;   
        wb_done    = 1'b1;         
    end
    else if (from_mem ) begin     
        rf_we      = 1'b1;         
        rf_rd_addr = store_data_to;  
        rf_rd_data = read_data;   
        wb_done    = 1'b1;         
    end
end
endmodule
### /design/flow/constraint.sdc
current_design WB_Unit

set clk_period 3.0
set clk_io_pct 0.2

create_clock -name clk0 -period $clk_period

set non_clock_inputs [all_inputs -no_clocks]
set_input_delay [expr $clk_period * $clk_io_pct] -clock clk0 $non_clock_inputs
set_output_delay [expr $clk_period * $clk_io_pct] -clock clk0 [all_outputs]
==> flow_summary_export.csv <==
group,metric,value,unit
setup_path,critPathCapture,"rf_rd_data[19]",
place,gp_congestion,0.820,
logic_synthesis,ys_area,409,um^2
die,ioPinCount,115,
logic_synthesis,yosys_warnings,1,
timing,tightest_slew,0.227,ns
timing,relSlewSlack,0.849,
routing,vias,911,
die,num_rows,21,
cts,post_cts_resized,0,
power_and_ir_drop,cellLeakagePower,0.609,nW
routing,avgViaCountPerCell,4.38,
power_and_ir_drop,finalPower,223,uW
routing,wire_per_inst,16.2,um
global_route,grt_pass1_wl,4770,um
timing,fmax,361,MHz
setup_path,arrival,2.17,ns
die,die_w,80,um
logic_synthesis,ys_seq_frac,0,
setup_path,cp-start-kind,"input pin",
routing,route.detailed.drc,0,
final_layout,stdcell_area,1590,um^2
logic_synthesis,synth_cell_types,9,
status,status,"finished clean",
timing,period_minus_slack,2.77,ns
setup_path,cpMostUsedCell,"clkdlybuf4s50_1",
setup_path,cp-end-kind,"output port",
final_layout,ff_count,0,
final_layout,seq_area,0,um^2
setup_path,crit_path_start,"from_mem",
routing,drtIter0Drc,9,
timing,setup_viol,0,
timing,fin_setup_tns,0,ns
cts,cts_setup_buffers,0,
global_route,grt.total_usage,0.0900,
setup_path,cp_cell_sequence,"clkdlybuf4s50_1 -> nor2b_2 -> buf_4 -> a22o_1 -> clkdlybuf4s50_1",
routing,diodes,0,
die,fp_util,0.120,
final_layout,nFillCells,326,
global_route,grt_pass1_vias,951,
hold_path,hold_class,"input pin to output port",
routing,drt_first_pass_iters,4,
die,die_h,80,um
final_layout,lay_top_cells,"clkdlybuf4s50_1, a22o_1, nand2_1, buf_4, o21ai_1",
routing,ant_nets,0,
routing,wl,3370,um
logic_synthesis,syn_area_per_cell,7.87,um^2
place,dp_slack,0.222,ns
setup_path,path_max_fanout,20,
global_route,grt_max_degree,24,
routing,top_layer,"met3",
global_route,gr-total-overflow,0,
setup_path,cpPeakStageDelay,0.51,ns
place,port_buffers,115,
power_and_ir_drop,p_per_area,141,nW/um^2
die,floorplan.die_area,6400,um^2
job,tool_warnings,32,
timing,worst_slack,0.232,ns
logic_synthesis,netlist_instances,52,
power_and_ir_drop,vdd.ir_drop.worst,0.0502,mV
timing,fin_hold_ws,2.10,ns
setup_path,critical_path_class,"input pin to output port",
final_layout,nClkBuffers,0,
logic_synthesis,yosys_cells,52,
timing,slew_violations,0,
final_layout,final_common_cell,"clkdlybuf4s50_1",
final_layout,layout-drive-gt1-share,0.0309,
cts,cts_hold_buf,0,
global_route,antenna_found_initial,0,
routing,wl_met1,1240,um
die,core_area,3420,um^2
job,max-cap-violations,0,
timing,fin_crit_sh,0.923,
place,postPlaceCellArea,1590,um^2
setup_path,critPathRequiredTime,2.40,ns
routing,wl_met2,1570,um
final_layout,synthToLayoutAreaGrowth,287,%
place,hpwl,3040,um
routing,wl_met3,572,um
timing,rsz0062_at_grt,"false",
timing,finalHoldViolCount,0,
setup_path,cp_slowest_cell,"clkdlybuf4s50_1",
logic_synthesis,netlist_area,409,um^2
## worst min path at each step
stage	start	end	slack, ns	cells after the start
after CTS	rd_addr[2]	rf_rd_addr[2]	2.11	4
after global routing	rd_addr[2]	rf_rd_addr[2]	2.14	4
final	rd_addr[2]	rf_rd_addr[2]	2.10	4
## critical path, delay by kind of cell
family | cells | cell delay (ns)
AND-OR/OR-AND | 1 | 0.16
buffers and inverters | 3 | 1.22
AND/OR/NAND/NOR | 1 | 0.18
## cell usage after synthesis, drive strengths merged
library cell  instances  area [um^2]
or2                   1         6.26
buf                   6         53.8
clkbuf                3         11.3
a22o                 35          307
o21ai                 2         10.0
nand2                 4         15.0
nor2b                 1         6.26
## stage by stage
step / util / std cells
CTS: 0.464 / 208
detailed placement: 0.464 / 208
global route: 0.464 / 208
finish: 0.464 / 208
global placement: 0.464 / 208
floorplan: - / 52
## logic make-up after synthesis
family          Yosys count  share of synthesized area
compound gates           37                      0.774
buf+inv                   9                      0.159
simple gates              6                     0.0673
## area by class of cell
type,count,area (um^2),share of cell area
Timing Repair Buffer,119,1180,0.745
Tap cell,46,57.6,0.0363
Multi-Input combinational cell,43,347,0.219
## metal layers
metal	GRT usage	vias up
met1	0.0897	402
met2	0.165	69
met5	0	-
met4	0	0
met3	0.0557	0
li1	-	440
## where the power goes
group          total [mW]  internal (mW)  switching, mW
Sequential              0              0              0
Clock                   0              0              0
Combinational       0.223          0.177         0.0459
Power figures rest on the tool's default switching activity, not on a simulated workload.
