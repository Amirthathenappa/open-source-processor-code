--- ./design.v ---
module IF_ID (
    input  wire        clk, reset,
    input  wire [31:0] instr_in, pc_in,
    output reg  [31:0] instr_out, pc_out
);
    always @(posedge clk or posedge reset) begin
        if (reset) begin instr_out <= 0; pc_out <= 0; end
        else begin instr_out <= instr_in; pc_out <= pc_in; end
    end
endmodule
--- ./run.sh ---
#!/bin/bash
# OpenROAD 26Q1-2900-gdf79404cd8, Yosys 0.63+post, stock flow scripts
make -C /OpenROAD-flow-scripts/flow DESIGN_CONFIG=/design/flow/config.mk WORK_HOME=/design/flow/orfs finish
--- ./config.mk ---
export PLATFORM = sky130hd
export DESIGN_NAME = IF_ID
export DESIGN_NICKNAME = IF_ID
export VERILOG_FILES = /design/flow/design.v
export SDC_FILE = /design/flow/constraint.sdc
export NUM_CORES = 4
export LEC_CHECK = 1
export CORE_UTILIZATION = 30
--- ./constraint.sdc ---
current_design IF_ID

set clk_period 1.0
set clk_io_pct 0.2

create_clock -name clk0 -period $clk_period [get_ports {clk}]

set non_clock_inputs [all_inputs -no_clocks]
set_input_delay [expr $clk_period * $clk_io_pct] -clock clk0 $non_clock_inputs
set_output_delay [expr $clk_period * $clk_io_pct] -clock clk0 [all_outputs]
==> reports/metrics.csv <==
metric,value,unit
finalNonFillerCells,282,
pwr-share-comb,0.082,
cts_tree,built,
worstPathRequired,0.80,ns
place.gp.congestion,0.721,
routed_wirelength,3.77,mm
top_cell_area_share,0.998,
antenna_found_initial,0,
switching_share,0.189,
syn_inst,65,
start_kind,flip-flop,
synth_seq_share,0.998,
grt_pass1_wl,5.40,mm
grt_max_degree,28,
clock-root-buffer,clkbuf_8,
grt_pass1_vias,1113,
crit_fanout,1,
ys_types,2,
io_pins,130,
relSlewSlack,0.902,
port_buffers,129,
cp_cell_sequence,buf_2,
p_seq_frac,0.527,
hold_class,input port to async pin,
track_usage,0.137,
synth_flops,64,
cts.path.max_buffers,2,
max_freq,987,MHz
worst_path_largest_cell_delay,0.37,ns
p_int,4.23,mW
p_per_area,1800,mW/mm^2
finalCriticalPeriod,1.01,ns
pwr-share-clk,0.391,
cp_num_buf_inv,1,
ff_type,dfrtp_1,
area.combinational,0,um^2
ys_cells,65,
dp.cells,267,
p_sw,0.985,mW
clk_pin_slew,0.06,ns
yosysChipArea,0.00161,mm^2
finalHoldViolCount,0,
rows,26,
vdd_ir_drop_max,1.20,mV
drtAntennaViolNets,0,
fp_util,0.312,
fp.dieW,75.2,um
cts-buffers-inserted,9,
logic_gates,0,
p_leak,1.37,nW
route.vias.total,1078,
core,0.00514,mm^2
worstSetupPathDepth,1,
violations,setup timing,
routed_via_density,3.82,
netlist_area,0.00161,mm^2
max_slew.worst_pin.slew,0.147,ns
cts.sinks,64,
dp_hpwl,2.89,mm
cpLargestDelayFamily,flip-flops,
edf_count,0,
arrival,0.81,ns
top_cells_by_count,"64 x dfrtp_1, 1 x inv_1",
dieHeight,75.2,um
setup_viol,4,
cap_viol_max_count,0,
cts_max_level,3,
crit_start,instr_out[17]$_DFF_PP0_,
critPathKind,flip-flop to output port,
report.final.slew_viol_count,0,
synth-async-reset-ratio,1.00,
fin_ws,-0.0130,ns
cp-end-kind,output port,
most_common_cell,dfrtp_1,
rsz0062_at_grt,true,
syn_avg_cell_area,24.7,um^2
cts_setup_buffers,0,
largest_area_cell,dfrtp_1,
warning_count,27,
drive_gt1_frac,0.387,
status,"finished, violations left",
yosysWarnings,1,
overflow,0,
diodes,0,
area_growth_syn_to_layout,80.7,%
die_area,0.00565,mm^2
fin_crit_sh,1.01,
first_pass_iters,2,
drc,0,
area_leaders,"dfrtp_1 100%, inv_1 0.23%",
initialDrtViolationCount,12,
holdWs,0.292,ns
wl_per_cell,13.4,um
cpMaxStageDelayCell,dfrtp_1,
-- power by group through the flow --
stage / clock [mW] / sequential (mW) / combinational (mW)
4_1_cts: 2.12 / 2.75 / 0.438
5_1_grt: 2.24 / 2.76 / 0.471
6_report: 2.04 / 2.75 / 0.425
-- cell type report --
| class | instances | area, um^2 |
|---|---|---|
| clock buffers | 11 | 141 |
| clock inverters | 4 | 45.0 |
| fillers | 453 | 2240 |
| inverters | 1 | 7.51 |
| flip-flops and latches | 64 | 1600 |
| well taps | 70 | 87.6 |
| repair buffers | 132 | 1020 |
-- logic make-up after synthesis --
logic type             Yosys count  share of synthesized area
DFF                             64                      0.998
buffers and inverters            1                    0.00234
-- placed cells by master, fill, tap and decap left out --
| cell type | instances |
|---|---|
| clkinv_2 | 3 |
| buf_12 | 2 |
| clkinvlp_4 | 1 |
| clkdlybuf4s50_1 | 65 |
| buf_4 | 1 |
| dfrtp_1 | 64 |
| clkbuf_8 | 10 |
| clkbuf_1 | 1 |
| bufinv_16 | 1 |
| buf_2 | 64 |
-- repair_timing --
| item | CTS | global route |
|---|---|---|
| resized | 195 | 0 |
| endpoints found under the setup margin | 64 | 64 |
| hold buffers | 0 | 0 |
-- flip-flops by register name, indices dropped and copies added, names as in the netlist --
name,count
instr_out,32
pc_out,32
-- per-stage QoR --
stage	setup WS [ns]	setup TNS [ns]	total power, mW	utilization	cell area, um^2
6_report	-0.0130	-0.0305	5.22	0.565	2900
5_1_grt	-0.0595	-1.93	5.47	0.565	2900
4_1_cts	-0.0380	-0.794	5.31	0.565	2900
3_5_place_dp	-0.00114	-0.00114	3.36	0.591	3040
3_3_place_gp	0.00299	0	3.36	0.591	3040
2_1_floorplan	0.114	0	2.80	-	1610
-- tightest hold or removal path: cells and delay by family --
family / cells / cell delay, ns
buffers and inverters: 3 / 0.75
-- final timing paths --
check | to | slack [ns]
min in group clk0 | pc_out[7]$_DFF_PP0_ | 0.31
max in group asynchronous | instr_out[27]$_DFF_PP0_ | 0.55
max | instr_out[17] | -0.01
min | pc_out[24]$_DFF_PP0_ | 0.29
-- metal layers --
metal | track usage | up-vias | part of all wire
met1 | 0.211 | 519 | 0.38
met5 | 0 | - | 0
li1 | - | 484 | -
met2 | 0.203 | 64 | 0.50
met4 | 0.0391 | 0 | 0.027
met3 | 0.0393 | 11 | 0.087
Power is estimated from default activity; no workload was simulated.
